<file path="flow/design.v">
`timescale 1ns / 1ps
module full_adder(a,b,cin,sum,cout);
    input a,b,cin;
    output sum,cout;
    wire w1,w2,w3;
    xor sum_bit(sum,a,b,cin);    
    and m1(w1,a,b);
    and m2(w2,a,cin);
    and m3(w3,cin,b);
    or m4(cout,w1,w2,w3);     
endmodule
module d_flip_flop(clk,d,q,clr);
input clk,d,clr;
output reg q;
always @(posedge clk)
begin
    if(clr == 1)
        q <= 0;
    else
        q <= d;
end
endmodule
module shift_register_8bit(clk,a,write,clr,out);
input [7:0] a;
input write,clr,clk;
output out;
wire [7:0] wo,wi;
assign wi[7] = write ? a[7] : a[7];
assign wi[6] = write ? a[6] : wo[7];
assign wi[5] = write ? a[5] : wo[6];   
assign wi[4] = write ? a[4] : wo[5];   
assign wi[3] = write ? a[3] : wo[4];   
assign wi[2] = write ? a[2] : wo[3];   
assign wi[1] = write ? a[1] : wo[2];
assign wi[0] = write ? a[0] : wo[1];
d_flip_flop d1(.clk(clk), .d(wi[7]),.q(wo[7]),.clr(clr));
d_flip_flop d2(.clk(clk), .d(wi[6]),.q(wo[6]),.clr(clr));
d_flip_flop d3(.clk(clk), .d(wi[5]),.q(wo[5]),.clr(clr));
d_flip_flop d4(.clk(clk), .d(wi[4]),.q(wo[4]),.clr(clr));
d_flip_flop d5(.clk(clk), .d(wi[3]),.q(wo[3]),.clr(clr));
d_flip_flop d6(.clk(clk), .d(wi[2]),.q(wo[2]),.clr(clr));
d_flip_flop d7(.clk(clk), .d(wi[1]),.q(wo[1]),.clr(clr));
d_flip_flop d8(.clk(clk), .d(wi[0]),.q(wo[0]),.clr(clr));
assign out = wo[0];
endmodule
module bit_serial_adder(
    a,b,clk,sum,clr,write,cout
    );
input [7:0] a,b;
input clk,clr,write;
output reg[7:0] sum;
output wire cout;
reg stop;
integer count = 0;
wire out1,out2,win,wout,sumbit;
assign cout = wout;
integer i;
shift_register_8bit m1(.clk(clk),.a(a[7:0]),.clr(clr),.write(write),.out(out1));     
shift_register_8bit m2(.clk(clk),.a(b[7:0]),.clr(clr),.write(write),.out(out2));     
full_adder f1(.a(out1),.b(out2),.cin(win),.cout(wout),.sum(sumbit));                 
d_flip_flop d1(.clk(clk),.q(win),.d(wout),.clr(clr));                                
always @(write)begin                         
    count = 0;
end
always @(posedge clk)
begin
    if(clr == 1)begin  
        sum <= 0;
        count <= 0;
    end
    else if(count < 8) begin 
        sum[count] <= sumbit;        
        count <= count + 1;          
    end
end
endmodule
</file>
<file path="flow/run.sh">
#!/bin/bash
# OpenROAD 26Q1-2900-gdf79404cd8, Yosys 0.63+post, stock flow scripts
make -C /OpenROAD-flow-scripts/flow DESIGN_CONFIG=/design/flow/config.mk WORK_HOME=/design/flow/orfs finish
</file>
<file path="flow/config.mk">
export PLATFORM = sky130hd
export DESIGN_NAME = bit_serial_adder
export DESIGN_NICKNAME = bit_serial_adder
export VERILOG_FILES = /design/flow/design.v
export SDC_FILE = /design/flow/constraint.sdc
export NUM_CORES = 4
export LEC_CHECK = 1
export CORE_AREA = 10 10 88 88
export DIE_AREA = 0 0 98 98
</file>
<file path="flow/constraint.sdc">
current_design bit_serial_adder

set clk_period 1.0
set clk_io_pct 0.2

create_clock -name clk0 -period $clk_period [get_ports {clk}]

set non_clock_inputs [all_inputs -no_clocks]
set_input_delay [expr $clk_period * $clk_io_pct] -clock clk0 $non_clock_inputs
set_output_delay [expr $clk_period * $clk_io_pct] -clock clk0 [all_outputs]
</file>
==> out/metrics.cfg <==
[run_status]
status = finished, violations left
violations = negative setup slack

[critical_path]
r2r_cells = 2
worstSetupPathType = reg2out
startpoint = d1.q
rr_startpoint = d1.q
reg2reg_slack_ns = -0.04
worstSetupStartpointType = flop
cp-end-kind = primary output
r2r-end = sum[0]
crit_required_ns = 0.80
crit_arrival_ns = 1.06
crit_end = cout
crit_fanout = 2

[placed_design]
place.gp.congestion = 0.6324
portBuffers = 20
post-place-ws_ns = -0.3467

[synth]
synth_cells = 63
avgSynthCellArea_um2 = 11.04
yosys-stat-cells = 63
yosysSeqAreaShare_pct = 51.80
synth_flops = 18
synth_cell_types = 10
yosys_warnings = 2
syn_area_um2 = 695.7
yosysChipArea_um2 = 695.7

[worst_hold_path]
hold_class = reg2reg

[run]
warning_count = 27
cap_violations = 0

[clocking]
clk_path_buf_depth = 2
cts_setup_buffers = 0
cts_hold_buf = 0
cts_buffers = 3
cts_tree = yes
clk_pin_slew_ns = 0.07
insertion_delay_ns = 0.25
cts_htree_levels = 1
cts.sinks = 18
cts_root_buf = clkbuf_8

[grt]
antenna_found_initial = 0
grt_max_degree = 19
overflow = 0
grt_pass1_wl_mm = 2.628
grt_pass1_vias = 493
grt_usage_pct = 3.248

[detailed_routing]
diodes = 0
wl_met3_um = 173
antenna_left = 0
totalWireLength_mm = 1.572
met1Wirelength_um = 761
routedWlPerCell_um = 9.825
drc = 0
dr.pass1.iters = 3
top_layer_used = met4
viasPerCell = 2.738
drt-initial-drc-count = 32
vias = 438
met2_length_um = 580

[timing]
max_freq_ghz = 0.7908
setup_viol = 2
fin_tns_setup_ns = -0.3052
grt_setup_unrepaired = yes
post-route-period-util_pct = 126.5
worst_clock_skew_ns = 0.001629
worst_slack_ns = -0.2645
whs_ns = 0.4616
final-hold-violation-count = 0
finalCriticalPeriod_ns = 1.265
slew_viol_final = 0

[floorplan]
core_um2 = 5921
num_io_pins = 28
chipArea_um2 = 9604
chipHeight_um = 98
fp.dieW_um = 98
rows = 28
floorplan.initialDensity_pct = 11.75

[power_and_ir_drop]
finalPower_uw = 1553
p_seq_share_pct = 49.6
switching_share_pct = 19.99
vdd_ir_drop_max_uv = 493.4
switchingPower_uw = 310.4
pwr-share-clk_pct = 37.8
internal-power_uw = 1242
p_comb_share_pct = 12.6
p_per_area_nw_per_um2 = 1485
p_leak_uw = 0.0004471

[layout]
area_growth_syn_to_layout_pct = 50.36
lay_top_count = clkdlybuf4s50_1
drive_gt1_share_pct = 14.12
final_cell_mix = clkdlybuf4s50_1 (17), dfxtp_1 (15), mux2i_1 (14), nor2_1 (14), conb_1 (7)
fillCellCount = 641

==> worst max-delay path, cell delays in order (launching register included) <==
cell and delay (ns):
dfxtp_2 0.32, fa_2 0.37, buf_2 0.12
==> through the flow <==
stage / area, um2 / cells / util (%)
global route: 1046 / 160 / 17.67
CTS: 1046 / 160 / 17.67
finish: 1046 / 160 / 17.67
global placement: 958.4 / 155 / 16.19
floorplan: 718.2 / 69 / -
detailed placement: 958.4 / 155 / 16.19
==> final cells by class <==
type	count	area (um2)	share of cell area [%]
tap	75	93.84	8.971
multi-input combinational	40	266.5	25.48
sequential	18	364.1	34.81
timing repair buffer	23	266.5	25.48
clock buffer	4	55.05	5.263
==> worst min path at each step <==
stage         slack, ns  cells past startpoint       to     from
finish             0.46                      2  m2.d6.q  m2.d5.q
global route       0.48                      2  m2.d6.q  m2.d5.q
CTS                0.47                      2  m2.d6.q  m2.d5.q
==> synth_stat cells <==
cell     number  area, um2
fa_1          1      20.02
buf_12        1      20.02
buf_4         7      52.55
conb_1        1      3.750
buf_2         2      10.01
dfxtp_1      18      360.4
nor2b_1       4      25.02
buf_6         1      11.26
nor2_1       14      52.55
mux2i_1      14      140.1
==> power by group through the flow <==
| stage | clock (uW) | combinational [uW] | sequential [uW] |
|---|---|---|---|
| 5_1_grt | 644 | 217 | 775 |
| 4_1_cts | 615 | 201 | 771 |
| 6_report | 587 | 195 | 770 |
==> logic make-up after synthesis <==
group | count (synthesis) | share of synthesized area [%]
adder cells (fa/ha/maj) | 1 | 2.878
multiplexers | 14 | 20.14
buffers and inverters | 11 | 13.49
other | 1 | 0.5391
AND/OR/NAND/NOR | 18 | 11.15
flip-flops | 18 | 51.80
==> repair_timing <==
item / CTS / global route
cloned: 1 / 0
pin swaps: 1 / 1
resized: 10 / 0
endpoints found under the setup margin: 5 / 2
==> layer usage <==
layer	vias to the layer above	global-route usage (%)
met5	-	0
met4	0	1.007
met3	5	1.636
met2	22	4.264
met1	181	4.487
li1	230	-
No activity file was given, so power comes from the tool's default toggle rates.
