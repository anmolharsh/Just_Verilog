===== design/flow/design.v =====
`timescale 1ns / 1ps
module unsigned_array_mult(
input [5:0]a,
input [5:0]b,
output reg[11:0] product
    );
    integer i;
    integer j;
    integer index;
    reg temp,p,q;
    always @(*) begin
    product=0;
    for(i=0;i<=5;i=i+1)
    begin
    q=0;
    for(j=0;j<=5;j=j+1)
    begin 
    temp=a[i]&b[j];
    index=(i+j);
    {q,p}= product[index]+ temp + q;
    product[index]=p;
    end
    index=i+j;
    product[index]=q;
    end
    end   
endmodule

===== design/flow/run.sh =====
#!/bin/bash
# OpenROAD 26Q1-2900-gdf79404cd8, Yosys 0.63+post, stock flow scripts
make -C /OpenROAD-flow-scripts/flow DESIGN_CONFIG=/design/flow/config.mk WORK_HOME=/design/flow/orfs finish

===== design/flow/config.mk =====
export PLATFORM = sky130hd
export DESIGN_NAME = unsigned_array_mult
export DESIGN_NICKNAME = unsigned_array_mult
export VERILOG_FILES = /design/flow/design.v
export SDC_FILE = /design/flow/constraint.sdc
export NUM_CORES = 4
export LEC_CHECK = 1
export CORE_AREA = 10 10 88 88
export DIE_AREA = 0 0 98 98

===== design/flow/constraint.sdc =====
current_design unsigned_array_mult

set clk_period 12.2
set clk_io_pct 0.2

create_clock -name clk0 -period $clk_period

set non_clock_inputs [all_inputs -no_clocks]
set_input_delay [expr $clk_period * $clk_io_pct] -clock clk0 $non_clock_inputs
set_output_delay [expr $clk_period * $clk_io_pct] -clock clk0 [all_outputs]

==> qor.yml <==
layoutNonFillerInstCount: 197
vdd.ir_drop.worst_v: 0.00003724
antenna_found_initial: 0
cts_post_setup_buffers_inserted: 0
wirelength_mm: 1.684
crit_required_ns: 9.76
cp-start-kind: "input pin"
initial_utilization_pct: 14.45
viasPerCell: 3.244
hpwl_mm: 1.647
synth_cell_types: 6
timing.slew.headroom_pct: 85.68
yosys-stat-cells: 96
syn_area_per_cell_um2: 8.915
cap_viol_max_count: 0
row_count: 28
antenna_cells: 0
worst_setup_slack_after_placement_ns: -0.1610
die-height_um: 98
numPlacedInstances: 197
via_count_of_the_first_global_routing_pass: 753
chipWidth_um: 98
layout-drive-gt1-share_pct: 9.016
post_synth_instance_area_um2: 855.8
max_clock_freq_mhz: 83.88
dieArea_um2: 9604
pins_over_their_slew_limit: 0
register_area_um2: 0
drt_drc_violations_left: 0
static_power_due_to_leakage_nw: 0.5623
hold_class: "input pin to primary output"
growth_of_design_area_from_synthesis_to_finish_pct: 42.69
timing.final.ws_setup_ns: 0.2776
criticalPathCategory: "input pin to primary output"
pin_slew_with_the_least_headroom_to_its_limit_ns: 0.2142
run_status: "complete, no violations"
final-setup-viol-count: 0
netlist_top_cells_area: "fa_1 (56%), and2_1 (13%), inv_1 (12%), ha_1 (8.8%), nand2_1 (7.9%)"
cp.arrival_ns: 9.48
routed_wire_length_per_instance_um: 8.548
timing.critical_path.fanout_max: 2
pin_count: 24
most_popular_library_cell_in_the_synthesized_design_by_count: "inv_1"
postSynthCellCount: 96
grt_start_max_net_pins: 7
drt-pass1-iter-count: 4
tally_of_openroad_warnings: 32
top_area_share_pct: 56.14
summed_standard_cell_area_reported_by_yosys_um2: 855.8
final_util_pct: 20.63
grtUsageTotal_pct: 4.022
layout.sequential_cells: 0
p_per_area_nw_per_um2: 95.71
holdWs_ns: 5.921
rsz_0062_raised_after_global_routing: "false"
largest_area_contributor_in_the_synthesized_netlist: "fa_1"
synth.yosys.seq_area_share_pct: 0
critPathCaptureType: "primary output"
portBuffers: 24
most_numerous_cell_types_in_the_synthesized_netlist: "inv_1 (28), fa_1 (24), and2_1 (18), nand2_1 (18), ha_1 (6)"
detailroute.via_count: 639
finalHoldViolations: 0
placeableCoreArea_um2: 5921
globalRoute.totalOverflow: 0
drt_iter0_drc: 15
grt_pass1_wl_mm: 3.353
n_clock_buffer: 0
ys_warn_count: 1
routabilityCongestion: 0.7675
final_period_util_pct: 97.72
finalSetupTns_ns: 0
finalWorstPathRequiredPeriod_ns: 11.92
postRouteAntennaNets: 0
-- final timing paths --
path | depth (start not counted) | end | slack, ns | start
worst min-delay path | 4 | product[1] | 5.92 | a[1]
worst max-delay path | 21 | product[10] | 0.28 | b[0]
-- per-layer routing --
layer	share of wire [%]	track usage [%]	routed length, um
met1	42	4.961	710
met2	54	7.614	902
met3	4.2	0.5690	71
met4	0	0	0
met5	0	0	0
-- repair_timing --
item | in CTS | in global routing
resized | 4 | 4
hold endpoints to repair | 0 | 0
pin swaps | 0 | 5
endpoints found under the setup margin | 1 | 2
hold buffers | 0 | 0
-- worst max-delay path, stage by stage --
cell             delay [ns]
clkdlybuf4s50_1        0.50
and2_1                 0.14
ha_1                   0.13
inv_1                  0.05
fa_2                   0.36
fa_2                   0.37
fa_2                   0.37
fa_1                   0.50
inv_1                  0.05
fa_1                   0.42
fa_1                   0.47
fa_1                   0.44
fa_1                   0.48
fa_1                   0.46
fa_1                   0.42
fa_1                   0.51
inv_1                  0.05
fa_1                   0.40
inv_1                  0.08
fa_1                   0.41
clkdlybuf4s50_1        0.42
-- cell type report --
class / instances / area (um^2)
fill: 640 / 4700
inverter: 28 / 105.1
multi-input combinational: 66 / 753.2
tap: 75 / 93.84
timing repair buffer: 28 / 269.0
-- kinds of logic after synthesis --
family,count (synthesis),synth area share (%)
AND/OR/NAND/NOR,36,21.05
buffers and inverters,30,14.03
adder cells (fa/ha/maj),30,64.91
-- cells in the final DEF, fill, tap and decap left out --
cell | netlist | layout
and2_1 | 18 | 18
inv_1 | 28 | 28
ha_1 | 6 | 6
fa_1 | 24 | 17
dlygate4sd2_1 | 0 | 1
clkdlybuf4s50_1 | 0 | 23
nand2_1 | 18 | 18
fa_2 | 0 | 7
buf_4 | 2 | 4
-- stage by stage --
| step | total power, mW | area, um^2 |
|---|---|---|
| 2_1_floorplan | 0.05750 | 855.8 |
| 3_3_place_gp | 0.1209 | 1205 |
| 3_5_place_dp | 0.1204 | 1205 |
| 4_1_cts | 0.1225 | 1211 |
| 5_1_grt | 0.1386 | 1221 |
| 6_report | 0.1169 | 1221 |
-- power breakdown --
| part | leakage (nW) | total (mW) | switching (mW) | internal [mW] |
|---|---|---|---|---|
| sequential | 0 | 0 | 0 | 0 |
| clock | 0 | 0 | 0 | 0 |
| combinational | 0.562 | 0.117 | 0.0454 | 0.0715 |
| total | 0.562 | 0.117 | 0.0454 | 0.0715 |
Power figures rest on the tool's default switching activity, not on a simulated workload.
